## flow/design.v

```verilog
`timescale 1ns/10ps
module async_mem(
   input clk,
   input write,
   input [31:0] address,
   input [31:0] write_data,
   output [31:0] read_data
);
	reg [31:0] mem_data [0:(1<<16)-1];
   assign    read_data = mem_data[ address[17:2] ];   
   always @( posedge clk )
      if ( write )
         mem_data[ address[17:2] ] <= write_data;
endmodule
module reg_file(
	input  clk,
	input  write,
	input  [ 4:0] WR,
	input  [31:0] WD,
	input  [ 4:0] RR1,
	input  [ 4:0] RR2,
	output [31:0] RD1,
	output [31:0] RD2
	);
	reg [31:0] reg_data [0:31];
	assign RD1 = reg_data[RR1];
	assign RD2 = reg_data[RR2];
	always @(posedge clk) begin
		if(write) begin
			reg_data[WR] <= WD;
		end
		reg_data[0] <= 32'h00000000;
	end
endmodule
```

## flow/run.sh

```bash
#!/bin/bash
# OpenROAD 26Q1-2900-gdf79404cd8, Yosys 0.63+post, stock flow scripts
make -C /OpenROAD-flow-scripts/flow DESIGN_CONFIG=/design/flow/config.mk WORK_HOME=/design/flow/orfs finish
```

## flow/config.mk

```make
export PLATFORM = sky130hd
export DESIGN_NAME = reg_file
export DESIGN_NICKNAME = reg_file
export VERILOG_FILES = /design/flow/design.v
export SDC_FILE = /design/flow/constraint.sdc
export NUM_CORES = 4
export LEC_CHECK = 1
export CORE_UTILIZATION = 30
```

## flow/constraint.sdc

```tcl
current_design reg_file

set clk_period 7.3
set clk_io_pct 0.2

create_clock -name clk0 -period $clk_period [get_ports {clk}]

set non_clock_inputs [all_inputs -no_clocks]
set_input_delay [expr $clk_period * $clk_io_pct] -clock clk0 $non_clock_inputs
set_output_delay [expr $clk_period * $clk_io_pct] -clock clk0 [all_outputs]
```

==> results.py <==
# Metrics from the implementation run
metrics = {
    "critical_path": {
        "worstSetupStartpointType": "primary input",
        "critical_path.max_stage_delay_ns": 0.61,
        "slowest_stage": "buf_4",
        "worstSetupEndpointType": "primary output",
        "path_delay_family": "buffers and inverters",
        "cp_max_fo": 31,
        "path_common_cell": "buf_4",
        "crit_chain": "buf_4 -> buf_4 -> buf_4 -> mux2_2 -> a22o_1 -> a211oi_1 -> o31ai_1 -> clkdlybuf4s50_1",
        "path_class": "in2out",
        "crit_arrival_ns": 4.77,
        "crit_required_ns": 5.84,
        "crit_buf_inv": 4,
    },
    "logic_synthesis": {
        "numSynthFlops": 992,
        "ys_types": 26,
        "syn-mean-instance-area_um2": 18.8,
        "ys_warn_count": 1,
        "ys_cells": 2447,
        "yosys_area_um2": 46100,
        "ys_seq_share_pct": 64.6,
        "netlist_instances": 2447,
        "synth_area_um2": 46100,
    },
    "grt": {
        "gr-usage-all-layers_pct": 19.5,
        "grt_overflow_total": 0,
        "grt_pass1_wl_mm": 204,
        "antenna_found_initial": 7,
        "grt_max_degree": 90,
        "grt_pass1_vias": 29200,
    },
    "sta": {
        "hold_viol": 0,
        "rsz0062_at_grt": "no",
        "worst_pin_slew_ns": 0.984,
        "maxSlewViolCount": 0,
        "setup_tns_ns": 0,
        "setup_violations": 0,
        "fmax_mhz": 160,
        "finalClockPeriodUsage_pct": 85.4,
        "layout_min_cycle_time_ns": 6.23,
        "slew_headroom_pct": 34.4,
        "setup_ws_ns": 1.07,
    },
    "clock_network": {
        "root_buffer": "clkbuf_16",
        "cts_made_buffers": 98,
        "hold_buffers": 0,
        "cts_tree": "yes",
        "cts_sinks": 992,
        "cts_resized": 0,
        "cts_setup_buffers": 0,
        "clk_pin_slew_ns": 0.06,
        "htreeDepth": 3,
        "cts_buffer_depth": 3,
    },
    "pwr": {
        "power_mw": 12.5,
        "p_per_area_nw_per_um2": 235,
        "peakVddDrop_v": 0.000191,
        "power.leakage_nw": 16.8,
    },
    "cells_and_area": {
        "synthToLayoutAreaGrowth_pct": 15.5,
        "fillers": 13900,
        "utilization_pct": 35.0,
        "area.sequential_um2": 29800,
        "drive_gt1_share_pct": 28.7,
        "reg_top3": "reg_data: 992 flops",
        "largest_reg_flops": 992,
        "largest_register": "reg_data",
        "comb_area_um2": 15600,
    },
    "drt": {
        "post_drt_wl_per_cell_um": 30.3,
        "num_vias": 26200,
        "ant_nets": 0,
        "wirelength_mm": 142,
        "drtIter0Drc": 1468,
        "firstDrtPassIters": 7,
        "drc_errors": 0,
        "viasPerCell": 5.59,
        "diodes": 0,
    },
    "place": {
        "numPortBuffers": 112,
        "dp_slack_ns": 1.07,
        "hpwl_mm": 83.5,
        "place.gp.congestion": 0.886,
    },
    "outcome": {
        "outcome": "complete, no violations",
    },
    "floorplan": {
        "io_pins": 113,
        "num_rows": 143,
        "die_y_um": 394,
        "dieWidth_um": 394,
        "dieArea_um2": 155000,
        "core_um2": 152000,
        "fp_util_pct": 30.3,
    },
    "hold_path": {
        "hold_class": "in2reg",
    },
    "run": {
        "warning_count": 25,
        "cap_violations": 0,
    },
}
## cell type report
class | count | area share (%)
timing repair buffer | 237 | 4.11
inverter | 2 | 0.0165
clock inverter | 60 | 1.07
sequential | 992 | 56.0
tap | 2030 | 4.77
clock buffer | 125 | 4.84
multi-input combinational | 1242 | 29.2
## synth_stat cells
cell	instances	area [um2]
nand2_1	67	251
buf_4	24	180
nor2b_1	6	37.5
and2_1	34	213
a22o_1	192	1680
nor2_1	34	128
o21ai_1	64	320
mux2_2	64	721
or3_1	1	6.26
a211oi_1	64	480
o31ai_1	64	480
buf_2	46	230
mux2i_1	160	1600
edfxtp_1	992	29800
nand3_1	2	10.0
clkbuf_1	117	439
buf_1	10	37.5
inv_2	1	3.75
or3b_2	3	26.3
o22ai_1	64	400
mux4_2	384	8650
nand3b_1	5	37.5
buf_6	14	158
inv_1	1	3.75
and3_1	32	200
nand2b_1	2	12.5
## final timing paths
| path | startpoint | endpoint | slack (ns) | cells after the start |
|---|---|---|---|---|
| max | RR1[1] | RD1[25] | 1.07 | 8 |
| min | WD[15] | reg_data[21][15] | 1.57 | 2 |
## metrics by stage
stage | hold slack [ns] | cells | area, um2
after global placement | 2.30 | 4503 | 50100
after detailed placement | 2.30 | 4503 | 50100
after global routing | 1.56 | 4688 | 53200
final | 1.57 | 4688 | 53200
after CTS | 1.53 | 4688 | 53200
after floorplan | 1.56 | 2447 | 46100
## cell usage in the layout, fill, tap and decap left out, types with 33 or more instances in the layout
| cell | Yosys | routed |
|---|---|---|
| o31ai_1 | 64 | 64 |
| mux2i_1 | 160 | 160 |
| o21ai_1 | 64 | 64 |
| a22o_1 | 192 | 192 |
| edfxtp_1 | 992 | 992 |
| a211oi_1 | 64 | 64 |
| nor2_4 | 0 | 33 |
| mux4_2 | 384 | 384 |
| mux2_2 | 64 | 64 |
| buf_4 | 24 | 120 |
| clkdlybuf4s50_1 | 0 | 102 |
| nand2_1 | 67 | 65 |
| clkbuf_16 | 0 | 99 |
| o22ai_1 | 64 | 64 |
## routing by layer
metal  up-vias  global-route usage, %  share of wire [%]
li1      10800                      -                  -
met1     13200                   20.8                 32
met2      1922                   30.0                 48
met3       277                   14.9                 16
met4        14                   5.57                3.6
met5         -                      0              0.065
## cell families after synthesis
group	synth area share, %
flops	64.6
mux	23.8
compound gates	7.30
buf+inv	2.28
simple gates	2.00
## power by group
group	internal, mW	total, mW	switching (mW)
clock network	2.79	4.98	2.20
registers	6.34	6.36	0.0272
logic	0.506	1.17	0.659
total	9.63	12.5	2.88
Power figures rest on the tool's default switching activity, not on a simulated workload.
